## config.mk

```make
export PLATFORM = sky130hd
export DESIGN_NAME = uart_tx
export DESIGN_NICKNAME = uart_tx
export VERILOG_FILES = /design/flow/design.v
export SDC_FILE = /design/flow/constraint.sdc
export NUM_CORES = 4
export LEC_CHECK = 1
export CORE_AREA = 10 10 82 82
export DIE_AREA = 0 0 92 92
```

## constraint.sdc

```tcl
current_design uart_tx

set clk_period 3.1
set clk_io_pct 0.2

create_clock -name clk0 -period $clk_period [get_ports {clk_3125}]

set non_clock_inputs [all_inputs -no_clocks]
set_input_delay [expr $clk_period * $clk_io_pct] -clock clk0 $non_clock_inputs
set_output_delay [expr $clk_period * $clk_io_pct] -clock clk0 [all_outputs]
```

## design.v

```verilog
module uart_tx(
    input clk_3125,
    input parity_type,
    input tx_start,
    input [7:0] data,
    output reg tx,
    output reg tx_done
);
parameter IDLE       = 0;
parameter START_BIT  = 1;
parameter DATA_BIT_0 = 2;
parameter DATA_BIT_1 = 3;
parameter DATA_BIT_2 = 4;
parameter DATA_BIT_3 = 5;
parameter DATA_BIT_4 = 6;
parameter DATA_BIT_5 = 7;
parameter DATA_BIT_6 = 8;
parameter DATA_BIT_7 = 9;
parameter PARITY_BIT = 10;
parameter STOP_BIT   = 11;
parameter DONE       = 12;
reg [3:0] current_state;
reg parity_bit;
reg [3:0] bit_duration_counter;  
localparam BIT_DURATION = 14;  
initial begin
    tx = 1;  
    tx_done = 0;
    current_state = IDLE;
    bit_duration_counter = 0;
end
always @(*) begin
    if (parity_type == 1)  
        parity_bit = ~^data;
    else  
        parity_bit = ^data;
end
always @(posedge clk_3125) begin
    case (current_state)
        IDLE: begin
            tx <= 1;
            tx_done <= 0;
            bit_duration_counter <= 0;  
            if (tx_start) begin
                tx <= 0;  
                current_state <= START_BIT;
            end
        end
        START_BIT: begin
            tx <= 0;  
            if (bit_duration_counter == BIT_DURATION - 2) begin
                current_state <= DATA_BIT_0;
                bit_duration_counter <= 0;
            end else begin
                bit_duration_counter <= bit_duration_counter + 1;
            end
        end
        DATA_BIT_0: begin
            tx <= data[7];
            if (bit_duration_counter == BIT_DURATION - 1) begin
                current_state <= DATA_BIT_1;
                bit_duration_counter <= 0;
            end else begin
                bit_duration_counter <= bit_duration_counter + 1;
            end
        end
        DATA_BIT_1: begin
            tx <= data[6];
            if (bit_duration_counter == BIT_DURATION - 1) begin
                current_state <= DATA_BIT_2;
                bit_duration_counter <= 0;
            end else begin
                bit_duration_counter <= bit_duration_counter + 1;
            end
        end
        DATA_BIT_2: begin
            tx <= data[5];
            if (bit_duration_counter == BIT_DURATION - 1) begin
                current_state <= DATA_BIT_3;
                bit_duration_counter <= 0;
            end else begin
                bit_duration_counter <= bit_duration_counter + 1;
            end
        end
        DATA_BIT_3: begin
            tx <= data[4];
            if (bit_duration_counter == BIT_DURATION - 1) begin
                current_state <= DATA_BIT_4;
                bit_duration_counter <= 0;
            end else begin
                bit_duration_counter <= bit_duration_counter + 1;
            end
        end
        DATA_BIT_4: begin
            tx <= data[3];
            if (bit_duration_counter == BIT_DURATION - 1) begin
                current_state <= DATA_BIT_5;
                bit_duration_counter <= 0;
            end else begin
                bit_duration_counter <= bit_duration_counter + 1;
            end
        end
        DATA_BIT_5: begin
            tx <= data[2];
            if (bit_duration_counter == BIT_DURATION - 1) begin
                current_state <= DATA_BIT_6;
                bit_duration_counter <= 0;
            end else begin
                bit_duration_counter <= bit_duration_counter + 1;
            end
        end
        DATA_BIT_6: begin
            tx <= data[1];
            if (bit_duration_counter == BIT_DURATION - 1) begin
                current_state <= DATA_BIT_7;
                bit_duration_counter <= 0;
            end else begin
                bit_duration_counter <= bit_duration_counter + 1;
            end
        end
        DATA_BIT_7: begin
            tx <= data[0];
            if (bit_duration_counter == BIT_DURATION - 1) begin
                current_state <= PARITY_BIT;
                bit_duration_counter <= 0;
            end else begin
                bit_duration_counter <= bit_duration_counter + 1;
            end
        end
        PARITY_BIT: begin
            tx <= parity_bit;
            if (bit_duration_counter == BIT_DURATION - 1) begin
                current_state <= STOP_BIT;
                bit_duration_counter <= 0;
            end else begin
                bit_duration_counter <= bit_duration_counter + 1;
            end
        end
        STOP_BIT: begin
            tx <= 1;
            if (bit_duration_counter == BIT_DURATION - 2) begin
                current_state <= DONE;
					 bit_duration_counter <= 0;
            end else begin
                bit_duration_counter <= bit_duration_counter + 1;
            end
        end
       DONE: begin
            tx_done <= 1;
            current_state <= IDLE;
        end
    endcase
end
endmodule
```

## run.sh

```bash
#!/bin/bash
# OpenROAD 26Q1-2900-gdf79404cd8, Yosys 0.63+post, stock flow scripts
make -C /OpenROAD-flow-scripts/flow DESIGN_CONFIG=/design/flow/config.mk WORK_HOME=/design/flow/orfs finish
```

==> results.toml <==
# implementation run metrics
[clock_tree]
clock-sinks = 10
cts_repair_resize_count = 0
cts_buffer_depth = 2
cts-hold-fix-buffers = 0
clk_pin_slew_worst_paths_ns = 0.05
cts-root-buf = "clkbuf_8"
post_cts_buffers = 0
cts_tree = "done"
h-tree-depth = 1
cts_made_buffers = 3
clkLatencyLatePin_ns = 0.24

[placement]
placed_area_sq_um = 941
port_buffers = 12
gp_congestion = 0.780
dpl.hpwl_mm = 1.21
dp_slack_ns = 0.805
place_inst = 153

[critical_path]
critPathKind = "flop to flop"
worst_path_max_delay_cell = "or4_4"
crit_family = "AND-OR/OR-AND gates"
startpoint_type = "flop"
worstPathMaxFanout = 12
arrival_ns = 2.07
worstSetupEndpointType = "flop"
path_cells = "or4_4, a32oi_1, o31a_2, o221a_2"
required_ns = 3.04
slowest_delay_ns = 0.59
critPathBufInv = 0

[synthesis]
synth_area_sq_um = 752
yosysSeqAreaShare_pct = 39.9
synthTopCellsByArea = "edfxtp_1, xnor2_1, nor2b_1"
postSynthCellCount = 75
yosysCellCount = 75
yosysUniqueCellTypes = 28
yosys_area_sq_um = 752
synth_flop_count = 10
synth-edff-count = 10
largest_area_cell = "edfxtp_1"
synth_warnings = 1
async_flop_share_pct = 0
top_area_share_pct = 39.9
avgSynthCellArea_sq_um = 10.0
top_cell = "edfxtp_1"
ys.flop_type = "edfxtp_1"
yosys-top-cells-count = "edfxtp_1, nand2_1, nor2b_1"

[final_timing]
fin_crit_ns = 2.13
slew_viol_final = 0
setup-violations-final = 0
rsz0062_at_grt = "false"
clock_skew_ns = 0.00488
setup_slack_ns = 0.970
timing.fmax_mhz = 470
whs_ns = 0.633
hold_viol = 0
tightest_slew_ns = 0.409
min_period_over_period_pct = 68.7
slew_headroom_pct = 72.7
fin_tns_setup_ns = 0

[floorplanning]
ios = 13
dieArea_sq_um = 8460
coreArea_sq_um = 5070
die_y_um = 92
initCoreUtil_pct = 14.8
row_count = 26
die_w_um = 92

[grt]
use_met2_pct = 6.47
use_met3_pct = 0.906
grt_max_degree = 15
top_usage_layer = "met2"
grt_first_pass_wirelength_mm = 2.61
overflow = 0
antenna_found_initial = 0
grt_usage_pct = 3.58
use_met1_pct = 3.95
grt_pass1_vias = 601

[detailed_routing]
wl_mm = 1.54
drc = 0
antenna-diode-count = 0
vias = 589
drt-initial-drc-count = 19
viasPerCell = 3.75
dr.pass1.iters = 2
ant_nets = 0
wl_per_cell_um = 9.79

[cells_and_area]
final_cell_count_no_fill = 157
fillerInstances = 575
finalInstanceArea_sq_um = 986
area_growth_pct = 31.1
fin_util_pct = 19.4
drive_above_1_share_pct = 11.5

[job]
warning_count = 27
drv_cap = 0

[power_and_ir_drop]
power.leakage_nw = 0.340
powerDensity_nw_per_um2 = 968
ir_worst_vdd_mv = 0.214
finalPower_uw = 954

[outcome]
status = "complete, no violations"

[worst_hold_path]
holdCritPathClass = "flop to flop"
path summary, 6_finish.rpt:
check | start | end | slack [ns] | cells after the start
setup / recovery | current_state[0] | current_state[0] | 0.97 | 4
hold / removal | bit_duration_counter[3] | bit_duration_counter[3] | 0.63 | 2
setup reg to reg | current_state[0] | current_state[0] | 0.97 | 4
hold reg to reg | bit_duration_counter[3] | bit_duration_counter[3] | 0.63 | 2
per-layer routing:
| layer | share of wire [%] | wire length, um | up-vias |
|---|---|---|---|
| met4 | 3.7 | 57 | 0 |
| met5 | 0 | 0 | - |
| met2 | 51 | 789 | 7 |
| met1 | 42 | 640 | 284 |
| li1 | - | - | 294 |
| met3 | 3.2 | 49 | 4 |
flip-flops by register name, summed over array words and instances (netlist names):
name,count
bit_duration_counter,4
current_state,4
tx,1
tx_done,1
final cells by class:
type	instances	area [sq um]	area share, %
tap	70	87.6	8.88
timing repair buffer	12	120	12.2
sequential	10	300	30.5
clock inverter	1	3.75	0.381
inverter	3	11.3	1.14
clock buffer	3	41.3	4.19
multi-input combinational	58	422	42.8
cells by family (layout without fill, tap and decap cells):
group | count (synthesis) | count (layout) | synth area share [%]
AND-OR/OR-AND | 15 | 15 | 16.3
XOR/XNOR | 9 | 9 | 12.3
adder cells (fa/ha/maj) | 3 | 3 | 4.99
buffers and inverters | 7 | 19 | 3.99
flip-flops | 10 | 10 | 39.9
multiplexers | 2 | 2 | 2.99
AND/OR/NAND/NOR | 29 | 29 | 19.5
placed cells by master, fill, tap and decap left out, types with 2 or more instances in the layout:
cell	netlist	final
a21oi_1	2	2
a221oi_1	3	3
clkbuf_8	0	3
clkdlybuf4s50_1	0	12
edfxtp_1	10	10
ha_1	3	3
inv_1	3	3
mux2_2	2	2
nand2_1	8	8
nor2_1	7	7
nor2b_1	8	8
o21ai_0	2	2
o221a_2	2	2
xnor2_1	6	6
xor2_1	2	2
tightest hold or removal path, cell delays in order, from the launching register on:
cell and delay, ns:
edfxtp_1 0.36, xor2_1 0.08, nor2_1 0.07
report_power, final:
group / switching (mW) / internal, mW / total, mW
logic: 0.198 / 0.230 / 0.428
clock network: 0.0497 / 0.0867 / 0.136
registers: 0.116 / 0.273 / 0.389
